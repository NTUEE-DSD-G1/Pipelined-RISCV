==> design/flow/design.v <==
module Dcache_L2(
    clk,
    proc_reset,
    proc_read,
    proc_write,
    proc_addr,
    proc_rdata,
    proc_wdata,
    proc_ready,
    mem_read,
    mem_write,
    mem_addr,
    mem_rdata,
    mem_wdata,
    mem_ready
);
    input          clk;
    input          proc_reset;
    input          proc_read, proc_write;
    input   [27:0] proc_addr;
    input  [127:0] proc_wdata;
    output         proc_ready;
    output [127:0] proc_rdata;
    input  [127:0] mem_rdata;
    input          mem_ready;
    output         mem_read, mem_write;
    output  [27:0] mem_addr;
    output [127:0] mem_wdata;
parameter NUM_OF_SET = 8;
parameter NUM_OF_WAY = 2;
parameter SET_OFFSET = 3;
parameter IDLE        = 2'd0;
parameter READ_MEM    = 2'd1;
parameter DIRTY_WRITE = 2'd2;
parameter DIRTY_READ  = 2'd3;
reg         proc_ready;
reg [127:0] proc_rdata;
reg         mem_read, mem_write;
reg [ 27:0] mem_addr;
reg [127:0] mem_wdata;
reg [1:0] state, next_state;
reg [127:0]            data[0:NUM_OF_SET-1][0:NUM_OF_WAY-1],  next_data[0:NUM_OF_SET-1][0:NUM_OF_WAY-1];
reg [27-SET_OFFSET:0]  tag[0:NUM_OF_SET-1][0:NUM_OF_WAY-1],   next_tag[0:NUM_OF_SET-1][0:NUM_OF_WAY-1];
reg                    valid[0:NUM_OF_SET-1][0:NUM_OF_WAY-1], next_valid[0:NUM_OF_SET-1][0:NUM_OF_WAY-1];
reg                    dirty[0:NUM_OF_SET-1][0:NUM_OF_WAY-1], next_dirty[0:NUM_OF_SET-1][0:NUM_OF_WAY-1];
reg                    old[0:NUM_OF_SET-1], next_old[0:NUM_OF_SET-1];
reg                    mem_ready_FF, next_mem_ready_FF;
wire read, write;
wire [27-SET_OFFSET:0] in_tag;
wire [ SET_OFFSET-1:0] set_idx;
integer i, l;
assign read     = proc_read & ~proc_write;
assign write    = ~proc_read & proc_write;
assign in_tag   = proc_addr[27:SET_OFFSET];
assign set_idx  = proc_addr[SET_OFFSET-1:0];
reg [31:0] miss, next_miss;
reg [31:0] total, next_total;
always @(*) begin
    next_miss = miss;
    next_total = total;
    next_mem_ready_FF = mem_ready;
    next_state = state;
    proc_ready = 1'b0;
    proc_rdata = 0;
    mem_read = 1'b0;
    mem_write = 1'b0;
    mem_addr = 0;
    mem_wdata = 127'b0;
    for (i = 0; i < NUM_OF_SET; i=i+1) begin
        next_old[i] = old[i];
        for (l = 0; l < NUM_OF_WAY; l=l+1) begin
            next_data[i][l] = data[i][l];
            next_tag[i][l] = tag[i][l];
            next_valid[i][l] = valid[i][l];
            next_dirty[i][l] = dirty[i][l];
        end
    end
    case (state)
        IDLE: begin
            if (read ^ write) next_total = total+1;
            if (read) begin
                if (valid[set_idx][0] && (tag[set_idx][0] == in_tag)) begin  
                    next_state = IDLE;
                    proc_rdata = data[set_idx][0];
                    proc_ready = 1'b1;
                    next_old[set_idx] = 1'b1;
                end
                else if (valid[set_idx][1] && (tag[set_idx][1] == in_tag)) begin
                    next_state = IDLE;
                    proc_rdata = data[set_idx][1];
                    proc_ready = 1'b1;
                    next_old[set_idx] = 1'b0;
                end
                else begin
                    next_miss = miss+1;
                    if (dirty[set_idx][old[set_idx]]) begin  
                        next_state = DIRTY_READ;
                        mem_write = 1'b1;
                        mem_addr = { tag[set_idx][old[set_idx]], set_idx };
                        mem_wdata = data[set_idx][old[set_idx]];
                    end
                    else begin
                        next_state = READ_MEM;
                        mem_read = 1'b1;
                        mem_addr = { in_tag, set_idx };
                    end
                end
            end
            if (write) begin
                if (valid[set_idx][0] && (tag[set_idx][0] == in_tag)) begin
                    next_state = IDLE;
                    next_data[set_idx][0] = proc_wdata;
                    next_dirty[set_idx][0] = 1'b1;
                    next_old[set_idx] = 1'b1;
                    proc_ready = 1'b1;
                end
                else if (valid[set_idx][1] && (tag[set_idx][1] == in_tag)) begin
                    next_state = IDLE;
                    next_data[set_idx][1] = proc_wdata;
                    next_dirty[set_idx][1] = 1'b1;
                    next_old[set_idx] = 1'b0;
                    proc_ready = 1'b1;
                end
                else begin
                    next_miss = miss+1;
                    if (dirty[set_idx][old[set_idx]]) begin
                        next_state = DIRTY_WRITE;
                        mem_write = 1'b1;
                        mem_addr = { tag[set_idx][old[set_idx]], set_idx };
                        mem_wdata = data[set_idx][old[set_idx]];
                    end
                    else begin
                        next_state = IDLE;
                        proc_ready = 1'b1;
                        next_old[set_idx] = ~old[set_idx];
                        next_valid[set_idx][old[set_idx]] = 1'b1;
                        next_tag[set_idx][old[set_idx]] = in_tag;
                        next_data[set_idx][old[set_idx]] = proc_wdata;
                        next_dirty[set_idx][old[set_idx]] = 1'b1;
                    end
                end
            end    
        end
        READ_MEM: begin
            if (mem_ready_FF) begin
                next_state = IDLE;
                proc_ready = 1'b1;
                next_old[set_idx] = ~old[set_idx];
                next_valid[set_idx][old[set_idx]] = 1'b1;
                next_tag[set_idx][old[set_idx]] = in_tag;
                next_data[set_idx][old[set_idx]] = mem_rdata;
                proc_rdata = mem_rdata;
            end
            else begin
                next_state = READ_MEM;
                mem_read = 1'b1;
                mem_addr = { in_tag, set_idx };
            end
        end
        DIRTY_READ: begin
            if (mem_ready_FF) begin
                next_state = READ_MEM;
                mem_read = 1'b1;
                mem_addr = { in_tag, set_idx };
                next_dirty[set_idx][old[set_idx]] = 1'b0;
            end
            else begin
                next_state = DIRTY_READ;
                mem_addr = { tag[set_idx][old[set_idx]], set_idx };
                mem_wdata = data[set_idx][old[set_idx]];
                mem_write = 1'b1;
            end
        end
        DIRTY_WRITE: begin
            if (mem_ready_FF) begin
                next_state = IDLE;
                proc_ready = 1'b1;
                next_old[set_idx] = ~old[set_idx];
                next_valid[set_idx][old[set_idx]] = 1'b1;
                next_tag[set_idx][old[set_idx]] = in_tag;
                next_data[set_idx][old[set_idx]] = proc_wdata;
                next_dirty[set_idx][old[set_idx]] = 1'b1;
            end
            else begin
                next_state = DIRTY_WRITE;
                mem_write = 1'b1;
                mem_addr = { tag[set_idx][old[set_idx]], set_idx };
                mem_wdata = data[set_idx][old[set_idx]];
            end
        end
    endcase
end
integer j, k;
always@( posedge clk ) begin
    if( proc_reset ) begin
        miss <= 0;
        total <= 0;
        mem_ready_FF <= 0;
        state <= IDLE;
        for (j = 0; j < NUM_OF_SET; j=j+1) begin
            old[j] <= 0;
            for (k = 0; k < NUM_OF_WAY; k=k+1) begin
                data[j][k] <= 128'b0;
                tag[j][k] <= 0;
                valid[j][k] <= 0;
                dirty[j][k] <= 0;
            end
        end
    end
    else begin
        miss <= next_miss;
        total <= next_total;
        mem_ready_FF <= next_mem_ready_FF;
        state <= next_state;
        for (j = 0; j < NUM_OF_SET; j=j+1) begin
            old[j] <= next_old[j];
            for (k = 0; k < NUM_OF_WAY; k=k+1) begin
                data[j][k] <= next_data[j][k];
                tag[j][k] <= next_tag[j][k];
                valid[j][k] <= next_valid[j][k];
                dirty[j][k] <= next_dirty[j][k];
            end
        end
    end
end
endmodule
==> design/flow/run.sh <==
#!/bin/bash
# OpenROAD 26Q1-2900-gdf79404cd8, Yosys 0.63+post, stock flow scripts
make -C /OpenROAD-flow-scripts/flow DESIGN_CONFIG=/design/flow/config.mk WORK_HOME=/design/flow/orfs finish
==> design/flow/config.mk <==
export PLATFORM = sky130hd
export DESIGN_NAME = Dcache_L2
export DESIGN_NICKNAME = Dcache_L2
export VERILOG_FILES = /design/flow/design.v
export SDC_FILE = /design/flow/constraint.sdc
export NUM_CORES = 4
export LEC_CHECK = 1
export CORE_UTILIZATION = 30
==> design/flow/constraint.sdc <==
current_design Dcache_L2

set clk_period 83.6
set clk_io_pct 0.2

create_clock -name clk0 -period $clk_period [get_ports {clk}]

set non_clock_inputs [all_inputs -no_clocks]
set_input_delay [expr $clk_period * $clk_io_pct] -clock clk0 $non_clock_inputs
set_output_delay [expr $clk_period * $clk_io_pct] -clock clk0 [all_outputs]
==> COMMIT_EDITMSG <==
Log flow metrics for this revision

- TritonCTS built the clock tree.
- Final wirelength: 650600 um
- The gate-level netlist out of Yosys references 89 unique cell types.
- Comb power frac: 21.1%
- Drt first-iter violations: 16560
* Flip-flop and latch count after synthesis: ~2500
- Measured along the y axis, the die boundary spans 652.3 um.
- The global routing report lists combined usage of all routing layers as 30.09%.
- Max-area cell share: 39.34%
- Global routing finished with a remaining overflow of 0.
* Placed cell count: 20390
- The stage logs contain a warning count of 78.
- Arrival @ worst endpoint: about 24 ns
- The H-tree was split into 5 levels.
* EDFF count, synth: 0
- Dividing the synthesized area by the synthesized cell count gives 8.270 um2.
- Number of port buffers: between 500 and 600
- Run status: finished, final reports clean
- Layout Skew: around 0.052 ns
- Net switching power: 0.001133 W
* Initial antenna violation count: 44
- Post-layout period usage of the worst path: 49.24%
- In the layout the commonest cells are 3202 x sky130_fd_sc_hd__nand2_1, 2492 x sky130_fd_sc_hd__dfxtp_1, 1965 x sky130_fd_sc_hd__mux2i_1.
* Internal power of the cells: 0.002249 W
- Origin of the worst setup path: proc_addr[1]
* Total I/O pin count: 576
* Post-CTS repair timing setup buffer count: 0
* Seq share, synth: 39.34%
* Fin cells: 20940
* Chip Width: 652.3 um
- The worst register-to-register path has a setup slack of 76.74 ns.
- The number of hold buffers added after CTS was 0.
* Period minus WS final: between 40 and 50 ns
- Insertion Delay late pin: 0.96 ns
* Highest clock rate: 24.29 MHz
- Via density: ~6
- Power density normalized to cell area: 22.96 nW/um2
* Via count of the first global-routing pass: 120500
- Placement row count: about 240
- Most frequent logic cell in the layout: sky130_fd_sc_hd__nand2_1
- Yosys Chip Area: 126800 um2
- In the floorplan report the effective utilization is 30.17%.
- Entering global routing, the biggest net connects between 100 and 150 pins.
- FF-to-FF Start: old[1]$_SDFFE_PP0P_
* DP Worst Slack: 42.63 ns
- Vias post-DR: around 130k
* Setup crit end: proc_rdata[127]
- Worst Path Class, Setup: in -> out
- Mapped cell area: 126800 um2
- Between the synthesized netlist and the finished layout, the area growth was recorded as 16.13%.
- The first global-routing pass estimated around 910000 um of wire.
* Ys cells: 15340
- Gates resized during post-CTS repair numbered 0.
* Max capacitance violation total: 0
- The required time at the worst endpoint is listed as 66.88 ns.
* Worst IR drop on VDD: roughly 17 uV
- RSZ-0062 raised after global routing: false
- After detailed routing, the average wire length per cell comes to 31.07 um.
- RePlAce ended its routability-driven mode at a weighted congestion of 0.9806.
- Per the OpenROAD floorplan log, the area of the core is approximately 420000 um2.
* TritonCTS buffer count: 281
* Hold violation count in the final report: 0
* Clock root cell: sky130_fd_sc_hd__clkbuf_16
- Worst reg-to-reg path cell count: 16
- R2R Path End: data[2][96]$_SDFFE_PP0P_
- Sequential share of power: 40.4%
- Worst-path clk slew: approximately 0.060 ns
- Clock power frac: between 30% and 40%
- The first detailed-routing pass ran for 14 iterations.
- Layout cells sized above 1: 8.805%
- The tree built by TritonCTS fans out to 2493 sinks.
* Relative slew margins: 1.336%
* Static Leakage: 57.78 nW
- Max-slew violation count: 0
* Class of the tightest hold or removal check: reg -> reg
* Worst-Margin Slew: 1.443 ns
* Area contributors post-synth: sky130_fd_sc_hd__dfxtp_1 39%, sky130_fd_sc_hd__mux2i_1 16%, sky130_fd_sc_hd__nand2_1 9.5%
- Element type at the critical path start: primary input
- Ys async rst share: 0%
- Final worst-path setup slack: 42.43 ns
- In the synthesized netlist the dominant register cell turns out to be sky130_fd_sc_hd__dfxtp_1.
- Instance count of the mapped netlist: around 15000
- Crit end category: output pin
- The die covers between 400000 and 500000 um2.
* Cell type with the largest total area after synthesis: sky130_fd_sc_hd__dfxtp_1
* Switching portion of total power: between 30 and 40%
- In the final report, the number of endpoints failing setup comes to 0.
* Post-DP HPWL: 381900 um
* Count of unresolved DRC violations after routing: 0
- Adding up every negative setup slack in the final design gives 0 ns.
- Looking at the critical path, the highest net fanout was 53.
- During synthesis, Yosys emitted a total of 11 warnings.
- The detail route stage leaves a number of antenna-violating nets equal to 0.
- CTS reports a maximum clock tree buffer depth of 4.
==> final cells by class <==
type	count	area, um2
antenna	46	115.1
clock buffer	405	8297
clock inverter	97	1224
fill	42740	273200
inverter	39	168.9
multi-input combinational	11160	70740
sequential	2493	49910
tap	5640	7057
timing repair buffer	1054	9797
==> how the worst min path moves through the flow <==
| stage | from | endpoint | slack, ns | cells after the start |
|---|---|---|---|---|
| after CTS | valid[8]$_SDFFE_PP0P_ | valid[8]$_SDFFE_PP0P_ | 0.45 | 2 |
| after global routing | valid[8]$_SDFFE_PP0P_ | valid[8]$_SDFFE_PP0P_ | 0.48 | 2 |
| final | valid[8]$_SDFFE_PP0P_ | valid[8]$_SDFFE_PP0P_ | 0.45 | 2 |
==> critical path, cell delays in order <==
cell	delay (ns)
sky130_fd_sc_hd__buf_8	0.35
sky130_fd_sc_hd__buf_4	0.61
sky130_fd_sc_hd__buf_4	0.58
sky130_fd_sc_hd__and3b_4	0.81
sky130_fd_sc_hd__buf_4	0.74
sky130_fd_sc_hd__nand2_1	0.15
sky130_fd_sc_hd__o211ai_1	0.14
sky130_fd_sc_hd__or3_1	0.13
sky130_fd_sc_hd__o2111ai_1	0.18
sky130_fd_sc_hd__nor4b_1	0.46
sky130_fd_sc_hd__and4_4	0.71
sky130_fd_sc_hd__buf_4	0.66
sky130_fd_sc_hd__buf_4	0.59
sky130_fd_sc_hd__nor3_1	0.13
sky130_fd_sc_hd__a21oi_1	0.41
sky130_fd_sc_hd__buf_4	0.21
sky130_fd_sc_hd__o21ai_0	0.07
sky130_fd_sc_hd__clkdlybuf4s50_1	0.44
==> stage by stage <==
stage / hold WS [ns] / total power, W / instance area (um2) / util (%)
global placement: 0.4355 / 0.002066 / 137700 / 32.74
CTS: 0.4507 / 0.003350 / 147200 / 35.01
finish: 0.4518 / 0.003382 / 147300 / 35.03
floorplan: 0.4253 / 0.001751 / 126800 / -
global route: 0.4807 / 0.003454 / 147200 / 35.01
detailed placement: 0.4410 / 0.002070 / 137700 / 32.74
==> cell usage after synthesis (all sizes together) (9+ instances only) <==
master   instances
o21ai         1152
a211oi          60
o22ai          127
nand4           89
nand3b          17
a222oi         126
a2111oi         37
and2            14
dfxtp         2493
mux2           263
a22o           220
or2             13
mux4            10
and3b           18
o2111ai         34
a31oi          178
a221oi         468
nor2b           14
or3b             9
a221o           78
nand3          611
o221ai          16
clkbuf        1199
nor2           409
or3             11
nand2b          17
xnor2           25
a211o           10
and3            10
a21oi         1057
o31ai           43
mux2i         1965
a311oi           9
a22oi          509
o211ai          64
nand2         3209
nor3           137
inv             39
buf            444
==> metal layers <==
layer	share of wire [%]	global-route usage [%]
met3	14	13.19
met4	8.2	20.00
met1	37	37.98
met5	0.052	0.2377
met2	41	41.68
==> cell families (layout without fill, tap and decap cells) <==
group	after synthesis	after routing	share of synthesized area, %
AOI/OAI and AO/OA	4267	4267	21.92
and+or+nand+nor	4620	4620	15.06
other	0	46	0
buffers and inverters	1682	1595	5.360
muxes	2238	2238	18.02
adders and majority gates	8	8	0.07891
xor gates and xnor gates	31	31	0.2140
DFF	2493	2493	39.34
==> power groups by stage <==
stage     combinational, W  clock [W]  sequential [W]
4_1_cts           0.000684    0.00130         0.00136
5_1_grt           0.000727    0.00135         0.00138
6_report          0.000713    0.00130         0.00137
==> flip-flops by register name (all words and copies together) (netlist names) <==
signal and flops:
state 4, valid 16, old 8, dirty 16, data 2048, tag 400
mem_ready_FF 1
Power figures rest on the tool's default switching activity, not on a simulated workload.
